**flow/config.mk**
```make
export PLATFORM = sky130hd
export DESIGN_NAME = SPIControl
export DESIGN_NICKNAME = SPIControl
export VERILOG_FILES = /design/flow/design.v
export SDC_FILE = /design/flow/constraint.sdc
export NUM_CORES = 4
export LEC_CHECK = 1
export CORE_AREA = 10 10 114 114
export DIE_AREA = 0 0 124 124
```
**flow/constraint.sdc**
```tcl
current_design SPIControl

set clk_period 2.9
set clk_io_pct 0.2

create_clock -name clk0 -period $clk_period [get_ports {CLK}]

set non_clock_inputs [all_inputs -no_clocks]
set_input_delay [expr $clk_period * $clk_io_pct] -clock clk0 $non_clock_inputs
set_output_delay [expr $clk_period * $clk_io_pct] -clock clk0 [all_outputs]
```
**flow/design.v**
```verilog
`timescale 1ns / 1ps
module SPIControl(CLK, ARST_L, INT1, DIN, DOUT, SEND, DONE);
input CLK, ARST_L, DONE, INT1;
input [23:0] DOUT;
output [23:0] DIN;
output SEND;
reg SEND;
reg [23:0] DIN;
reg StateSel;
wire config_roll;
wire config_EN;
wire int_i;
assign int_i = (ConfigReg == DONE6) ? INT1 : 1'b0;
parameter [1:0] IDLE_SYS = 2'b00;
parameter [1:0] CONFIG = 2'b01;
parameter [1:0] RUN = 2'b10;
reg [1:0] SysReg;
reg [1:0] SysNext;
always@(posedge CLK or negedge ARST_L)
    begin
        if (~ARST_L)
            SysReg <= IDLE_SYS;
        else    
            SysReg <= SysNext;
    end
always@(SysReg or ConfigReg)
begin
case(SysReg)
IDLE_SYS:
    SysNext <= CONFIG;
CONFIG:
if (ConfigReg == DONE6)
    SysNext <= RUN;
RUN:
    SysNext <= RUN;    
endcase
end
parameter [3:0] IDLE_CONFIG = 4'b0000;
parameter [3:0] LOAD1 = 1;
parameter [3:0] WRITE1 = 2;
parameter [3:0] LOAD2 = 3;
parameter [3:0] WRITE2 = 4;
parameter [3:0] LOAD3 = 5;
parameter [3:0] WRITE3 = 6;
parameter [3:0] LOAD4 = 7;
parameter [3:0] WRITE4 = 8;
parameter [3:0] LOAD5 =9;
parameter [3:0] WRITE5 = 10;
parameter [3:0] DONE6 = 11;
reg [3:0] ConfigReg;
reg [3:0] ConfigNext;
assign config_EN = (SysReg == CONFIG) ? 1'b1 : 1'b0;
always@(posedge CLK or negedge ARST_L)
    begin
        if (~ARST_L)
            ConfigReg <= IDLE_CONFIG;
        else 
            ConfigReg <= ConfigNext;
    end
always@(ConfigReg or config_EN or DONE)
begin   
    case(ConfigReg)
    (IDLE_CONFIG):
    if (config_EN == 1'b1)
        ConfigNext <= LOAD1; 
    else
        ConfigNext <= IDLE_CONFIG;
    (LOAD1):       
        ConfigNext <= WRITE1;
    (WRITE1):
        if (DONE == 1'b1)
            ConfigNext <= LOAD2;
        else 
            ConfigNext <= WRITE1;
    (LOAD2):
        ConfigNext <= WRITE2;
    (WRITE2):
        if (DONE == 1'b1)
            ConfigNext <= LOAD3;
        else
            ConfigNext <= WRITE2;
    (LOAD3):
        ConfigNext <= WRITE3;
    (WRITE3):
        if (DONE == 1'b1)
            ConfigNext <= LOAD4;
        else ConfigNext <= WRITE3;
    (LOAD4): 
        ConfigNext<= WRITE4;
    (WRITE4):
        if (DONE == 1'b1)
            ConfigNext <= LOAD5;
        else ConfigNext <= WRITE4;
    (LOAD5):
        ConfigNext <= WRITE5;
    (WRITE5):
        if (DONE == 1'b1)
            ConfigNext <= DONE6;
        else
            ConfigNext <= WRITE5;
   (DONE6):
   begin
            ConfigNext <= DONE6;
            StateSel <= 1'b1;
   end
endcase
end
always@(posedge CLK or negedge ARST_L)
if (~ARST_L)
begin
    DIN <= 24'h000000;
    SEND <= 1'b0;
end
else if (ConfigReg == LOAD1)
begin
    DIN <= 24'h0A2730;
    SEND <= 1'b1;
end
else if (ConfigReg == LOAD2)
begin
    DIN <= 24'h0A2802;
    SEND <= 1'b1;
end
else if (ConfigReg == LOAD3)
begin
    DIN <= 24'h0A2A01;
    SEND <= 1'b1;  
end
else if (ConfigReg == LOAD4)
begin
    DIN <= 24'h0A2C13;
    SEND <= 1'b1;
end
else if (ConfigReg == LOAD5)
begin
    DIN <= 24'h0A2D02;
    SEND <= 1'b1;
end
else if (RunReg == LOADX)
begin
    DIN <= 24'h0B0800;
    SEND <= 1'b1;
end
else if (RunReg == LOADY)
begin 
    DIN <= 24'h0B0900;
    SEND <= 1'b1;
end
else
begin
    SEND <= 1'b0;
    StateSel <= 1'b0;
end
parameter [2:0] IDLE_RUN = 3'b000;
parameter [2:0] LOADX = 3'b001;
parameter [2:0] READX = 3'b010;
parameter [2:0] LOADY = 3'b011;
parameter [2:0] READY = 3'b100;
parameter [2:0] RESET = 3'b101;
reg [2:0] RunReg;
reg [2:0] RunNext;
always@(posedge CLK or negedge ARST_L)
begin
    if (~ARST_L)
        RunReg <= RESET;
    else if (ConfigReg == DONE6)   
        RunReg <= RunNext;
    else;
end
always@(RunReg or DONE or int_i)
begin
case(RunReg)
RESET:
    RunNext <= LOADX;
IDLE_RUN:
    if (int_i == 1'b1) 
        RunNext <= LOADX;
    else
        RunNext <= IDLE_RUN;
LOADX:
        RunNext <= READX;
READX:
    if (DONE == 1'b1)
        RunNext <= LOADY;
    else
        RunNext <= READX;
LOADY:
        RunNext <= READY;
READY:
    if (DONE == 1'b1)
        RunNext <= IDLE_RUN;
    else
        RunNext <= READY;
endcase
end
endmodule
```
**flow/run.sh**
```bash
#!/bin/bash
# OpenROAD 26Q1-2900-gdf79404cd8, Yosys 0.63+post, stock flow scripts
make -C /OpenROAD-flow-scripts/flow DESIGN_CONFIG=/design/flow/config.mk WORK_HOME=/design/flow/orfs finish
```
==> changes_impl.md <==
### Implementation results

* Status: finished clean
* Distinct lib cells at 37
* Most frequent cells in the layout: dfrtp_1 (19), clkdlybuf4s50_1 (16), conb_1 (12)
* Largest net degree at the start of global routing at 22
* Max-cap violation count at 0
* Final antenna-violating net count at 0
* Fin cells at 270
* Final core utilization at 15.5%
* Final Hold Violating Endpoints at 0
* Setup Skew at 0.00171 ns
* Startpoint Class: flop
* Post-CTS setup buffers at 0
* Fillcell total at 1,160
* Placed Cells at 266
* Tmin final at 1.69 ns
* FP Core Util at 12.7%
* Kind of critical path: flop to primary output
* Internal at 0.394 mW
* Critical path's largest stage delay at 0.49 ns
* Vias/cell at 3.08
* Ys cells at 121
* Max layer used: met4
* Hold WC Path Type: flop to flop
* Critical path's top delay family: buffers and inverters
* Psw at 0.0982 mW
* Relative max-transition margin at 58.8%
* Flop-to-flop setup slack at 1.31 ns
* Ys flop type: dfrtp_1
* Cts hold-fix bufs at 0
* Sequential share of power at 59.6%
* RSZ-0062 raised after global routing: no
* Crit path DRT at 2.32 ns
* Post-synthesis cell count at 121
* Wirelength, routed at 2410 um
* Critical path buffer and inverter count at 1
* DRC Markers at 0
* Share of layout cells above drive strength 1 at 11.9%
* Endpoints left unconstrained at 15
* Die Y at 124 um
* Synth logic family: simple AND/OR/NAND/NOR gates
* Switch share at 20.0%
* Period utilization at 58.3%
* Placer Congestion at 0.742
* I/O Buffers at 16
* Die width at 124 um
* Power share of the clock group at 37.6%
* TritonCTS clock tree: built
* Overall routing resource usage at 3.03%
* Actual slew at the worst max-slew pin at 0.619 ns
* Die area at 15,400 um2
* Simple-gate share of the synthesized area at 15.3%
* Post-detail-place hpwl at 1810 um
* Synth Area per Inst at 10.9 um2
* P&R area growth vs syn at 22.4%
* DR pass1 iterations at 4
* Pwr/cell area at 305 nW/um2
* Synth Cell Area at 1320 um2
* Root Buffer: clkbuf_8
* Hold_ws at 0.479 ns
* Met3 Wirelength at 184 um
* Critical path cell sequence: clkdlybuf4s50_1
* Yosys warns at 1
* Fmax at 592 MHz
* Routed via count at 831
* Slew Limit Fails at 0
* XORs/XNORs by Area at 1.99%
* Clock Tree Buf Depth at 2
* Inserted Diodes at 0
* WL met1 at 1120 um
* Reg clk slew, reported paths at 0.07 ns
* Critical path endpoint category: primary output
* Async S/R FF share, synth at 70.0%
* Num CTS Buffers at 3
* Initial antenna violation count at 0
* Post-Synth Adder-Cell Area at 1.90%
* Total core area at 10,400 um2
* GRT overflow at 0
* Number of cell rows at 37
* Sum of negative setup slack at 0 ns
* CP max-delay cell: clkdlybuf4s50_1
* Wire per inst at 8.94 um
* Number of global-route vias before repair at 800
* Combinational power share at 2.8%
* # resized after CTS at 0
* Num ports at 53
* Multiplexer share at 4.83%
* Max FO, Critical Path at 2
* First-pass GRT wire length at 3880 um
* Maximum vdd drop at 0.000183 V
* Register bit count reported by yosys at 30
* Most frequent logic cell in the layout: dfrtp_1
* Number of enable flip-flop cells at 0
* H-tree levels at 1
* Pleak at 0.692 nW
* Yosys Chip Area at 1320 um2
* Tool Warnings at 50
* Clock latency (worst-skew pair) at 0.25 ns
* Setup Viol. Count Final at 0
* Critical path data arrival time at 1.11 ns
* Register pins left without a clock at 9
* DRT iter0 DRCs at 30
* Met2 Wirelength at 1060 um
* AO/OA Area Share at 13.9%
-- cells by family (layout without fill, tap and decap cells) --
family          Yosys count  count (layout)
fa+ha+maj                 2               2
mux                       6               6
xor+xnor                  3               3
compound gates           24              24
buf+inv                  25              27
latches                   9               9
simple gates             30              30
other cells               1              12
flops                    21              21
-- Yosys cell counts, drive strengths merged (2+ instances only) --
cell type	count	area share, %
or3b	4	2.7
nor2	6	1.7
dlxtn	9	10
nand2b	5	2.4
a22o	3	2.0
dfstp	2	4.0
buf	19	9.9
a21oi	6	2.6
xnor2	2	1.3
nor2b	3	1.4
nand2	6	1.7
ha	2	1.9
mux2i	3	2.3
and2	2	0.95
a21o	3	1.7
inv	6	1.7
o21ai	3	1.1
dfrtp	19	36
mux2	3	2.6
-- registers in the layout (all words and copies together) (netlist names) --
name	cells
ConfigNext	4
ConfigReg	4
DIN	11
RunNext	3
RunReg	3
SEND	1
SysNext	2
SysReg	2
-- path summary, 6_finish.rpt --
kind | to | cells after the start | start
min in group asynchronous | SEND | 2 | ARST_L
hold reg to reg | DIN[11] | 1 | DIN[11]
max in group asynchronous | RunReg[2] | 2 | ARST_L
setup reg to reg | DIN[8] | 3 | ConfigReg[0]
hold / removal | DIN[11] | 1 | DIN[11]
setup / recovery | DIN[9] | 1 | DIN[9]
-- worst reg2reg max path: stages (launching register included) --
cell and delay [ns]:
dfrtp_1 0.71, or3b_1 0.41, a31oi_2 0.25, a22oi_1 0.09
-- final cells by class --
type | instances | area, um2 | area share, %
inverters | 6 | 22.5 | 1.39
clock inverters | 1 | 5.00 | 0.310
clock buffers | 3 | 41.3 | 2.56
well taps | 136 | 170 | 10.5
flip-flops and latches | 30 | 663 | 41.1
repair buffers | 17 | 168 | 10.4
multi-input cells | 77 | 546 | 33.8
-- metal layers --
metal  vias to the layer above  global-route usage (%)
li1                        412                       -
met1                       393                    4.14
met2                        24                    4.97
met3                         2                   0.551
met4                         0                   0.576
met5                         -                       0
-- metrics by stage --
step / worst slack (ns) / instance area [um2] / total power [mW]
4_1_cts: 1.17 / 1620 / 0.506
2_1_floorplan: 1.63 / 1360 / 0.312
3_3_place_gp: 1.33 / 1570 / 0.314
5_1_grt: 1.15 / 1620 / 0.523
3_5_place_dp: 1.34 / 1570 / 0.314
6_report: 1.21 / 1620 / 0.492
-- power by group through the flow --
stage	Sequential, mW	Clock (mW)	Combinational, mW
5_1_grt	0.293	0.213	0.0169
6_report	0.293	0.185	0.0138
4_1_cts	0.293	0.198	0.0151
No activity file was given, so power comes from the tool's default toggle rates.
