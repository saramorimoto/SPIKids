**flow/design.v**
```verilog
`timescale 1ns / 1ps
module SPIHandler(CLK, ARST_L, DIN, DOUT, SEND, DONE, MOSI, MISO, SCLK_A, SS, XDATA_MISO, YDATA_MISO);
input CLK, ARST_L;
input [23:0] DIN;
output [23:0] DOUT;
input SEND;
output DONE;
input MISO;
output MOSI;
output SS, SCLK_A;
output [7:0] XDATA_MISO;
output [7:0] YDATA_MISO;
reg [7:0] XDATA_MISO;
reg [7:0] YDATA_MISO;
wire READNWRITE;
reg [23:0] SPIReg;
wire roll_i;
reg [4:0] count_i;
reg DONE;
reg SS;
reg SCLK_A;
reg [2:0] HandlerReg;
reg [2:0] HandlerNext;
parameter [2:0] IDLE_HANDLER = 3'b000;
parameter [2:0] SSLOW = 3'b001;
parameter [2:0] SCLK_AHIGH = 3'b010;
parameter [2:0] SCLK_ALOW = 3'b011;
parameter [2:0] SSHIGH = 3'b100;
parameter [2:0] DONESTROBE = 3'b101;
assign MOSI = SPIReg [23];  
assign READNWRITE = (DIN [7:0] == 8'b00000000) ? 1'b1 : 1'b0;
always@(posedge CLK or negedge ARST_L)
begin
    if (~ARST_L)
        SPIReg <= 24'h000000;
    else if (HandlerReg == SSLOW)
        SPIReg <= DIN; 
    else if ((READNWRITE == 1'b0) && (HandlerReg == SCLK_ALOW))
        SPIReg <= {SPIReg [22:0], 1'b0};  
    else if ((READNWRITE == 1'b1) && (HandlerReg == SCLK_ALOW))
        SPIReg <= {SPIReg[22:0], MISO};   
    else;
end       
always@(posedge CLK or negedge ARST_L)
if (~ARST_L)
begin
    XDATA_MISO <= 8'b00000000;
    YDATA_MISO <= 8'b00000000;
end
else if ((READNWRITE == 1'b1) && ( HandlerReg == SSHIGH) && (DONE == 1'b1))
begin
    XDATA_MISO <= SPIReg [7:0];
    YDATA_MISO <= SPIReg [7:0];
end
else;
always@(posedge CLK or negedge ARST_L)
if (~ARST_L)
HandlerReg <= IDLE_HANDLER;
else
HandlerReg <= HandlerNext;
always@(SEND or roll_i or HandlerReg)
begin
    case(HandlerReg)
        IDLE_HANDLER:
            if (SEND == 1'b1)
                HandlerNext <= SSLOW;
            else
                HandlerNext <= IDLE_HANDLER;
        SSLOW: 
            HandlerNext <= SCLK_AHIGH;
        SCLK_AHIGH:
            HandlerNext <= SCLK_ALOW;
        SCLK_ALOW:
            if (roll_i == 1'b1)
                HandlerNext <= SSHIGH;
            else
                HandlerNext <= SCLK_AHIGH;
        SSHIGH:
            HandlerNext <= DONESTROBE;
        DONESTROBE:
            HandlerNext <= IDLE_HANDLER;
    endcase
end
always@(posedge CLK or negedge ARST_L)
begin
    if (~ARST_L)
        begin
          DONE <= 1'b0;
          SS <= 1'b1;
          SCLK_A <= 1'b0;
         end
    else if (HandlerReg == SSLOW)
        SS <= 1'b0;
    else if (HandlerReg == SCLK_AHIGH)
        SCLK_A <= 1'b1;
    else if (HandlerReg == SCLK_ALOW)
        SCLK_A <= 1'b0;
    else if (HandlerReg == SSHIGH)
        SS <= 1'b1;
    else if (HandlerReg == DONESTROBE)
        DONE <= 1'b1;
    else
    begin
        DONE <= 1'b0;
        SS <= 1'b1;
        SCLK_A <= 1'b0;
    end
end
always@(posedge CLK or negedge ARST_L)
if (~ARST_L)
    count_i <= 5'b00000;
else if (roll_i == 1'b1)
    count_i <= 5'b00000;
else if (HandlerReg == SCLK_AHIGH)
    count_i <= count_i + 1;
else;
assign roll_i = (count_i == 24) ? 1'b1 : 1'b0;
endmodule
```
**flow/run.sh**
```bash
#!/bin/bash
# OpenROAD 26Q1-2900-gdf79404cd8, Yosys 0.63+post, stock flow scripts
make -C /OpenROAD-flow-scripts/flow DESIGN_CONFIG=/design/flow/config.mk WORK_HOME=/design/flow/orfs finish
```
**flow/config.mk**
```make
export PLATFORM = sky130hd
export DESIGN_NAME = SPIHandler
export DESIGN_NICKNAME = SPIHandler
export VERILOG_FILES = /design/flow/design.v
export SDC_FILE = /design/flow/constraint.sdc
export NUM_CORES = 4
export LEC_CHECK = 1
export CORE_UTILIZATION = 40
```
**flow/constraint.sdc**
```tcl
current_design SPIHandler

set clk_period 2.0
set clk_io_pct 0.2

create_clock -name clk0 -period $clk_period [get_ports {CLK}]

set non_clock_inputs [all_inputs -no_clocks]
set_input_delay [expr $clk_period * $clk_io_pct] -clock clk0 $non_clock_inputs
set_output_delay [expr $clk_period * $clk_io_pct] -clock clk0 [all_outputs]
```
==> metrics.yaml <==
run_status: "completed"
grt_pass1_wl_microns: 6720
worst_r2r_startpoint: "HandlerReg[0]$_DFF_PN0_"
syn_area_sq_um: 2360
post-place-cells: 327
r2r_slack_ns: 0.48
reg2reg_to: "YDATA_MISO[7]$_DFFE_PN0P_"
timing.critical_path.max_delay_family: "flip-flops"
synth_simple_gate_area_share_pct: 12.6
ys.warnings.count: 25
hold_path.class: "input port to async pin"
dieArea_sq_um: 6220
critical_path_depth: 1
crit_path_cell_trace: "clkdlybuf4s50_1"
core_sq_um: 5610
yosys_area_sq_um: 2360
dieWidth_microns: 78.9
cap_viol_max_count: 0
yosys-stat-cells: 223
period_minus_slack_ns: 1.68
critical_path.max_fanout: 3
unconstrained_endpoints: 6
post_cts.repair.setup_buffers: 0
synth_top_area_share_pct: 44.5
drtAntennaViolNets: 0
post_synth_inst_count: 223
dr.first_iter.drc_count: 104
critPathMaxStageDelay_ns: 0.55
cts-root-buf: "clkbuf_8"
clkLatencyLatePin_ns: 0.29
tritoncts: "yes"
dominant_kind_of_combinational_cell: "multiplexers"
largest_area_cell: "dfrtp_1"
final_cell_mix: "46 x clkdlybuf4s50_1, 41 x dfrtp_1, 30 x nand2_1"
worst-endpoint-arrival_ns: 1.28
place.detailed.hpwl_microns: 2940
hold_violation_count_in_the_final_report: 0
top_level_ports: 72
floorplan.die.height_microns: 78.9
layout-drive-gt1-share_pct: 11.0
insertedDiodeCount: 0
grt_setup_unrepaired: "false"
routed_wl_microns: 3990
postSynthAreaPerCell_sq_um: 10.6
cts.clk_slew.worst_paths_ns: 0.08
ir_worst_vdd_mv: 0.327
finalMaxSlewViolations: 0
total_via_count_in_the_routed_design: 1554
fin_ws_ns: 0.317
final_cells: 335
period_used_pct: 84.1
worstPathBufferInverterCount: 1
distinct_cell_type_count_of_the_synthesized_netlist: 37
fraction_of_the_mapped_netlist_area_in_adder_cells_pct: 2.12
cts_max_path_bufs: 2
placer_congestion: 0.741
grt-ovfl-total: 0
dr.pass1.iters: 4
htree_num_levels: 2
filler_cell_count: 527
final_count_of_negative_setup_slack_endpoints: 0
fp-row-count: 27
crit_path_drt_ns: 1.60
maximum_frequency_from_static_timing_analysis_mhz: 594
post_synth_tally_of_flip_flops_with_integrated_enable: 0
topCellsByArea: "dfrtp_1 44%, mux2i_1 10%, buf_4 10%"
register_pins_left_without_a_clock: 3
track_usage_pct: 14.0
synth-compound-area-share_pct: 9.48
power_per_cell_area_nw_per_um2: 543
yosys_xor_share_pct: 0.742
port_buffers: 47
flop_cell: "dfrtp_1"
clock_skew_ns: 0.00464
floorplan.core_util_pct: 42.1
via_count_of_the_first_global_routing_pass: 1447
post_cts_hold_buffer_count: 0
grt_max_degree: 29
total_leakage_power_nw: 1.33
ys_ff: 46
endpoint_kind: "primary output"
setup.worst_path.class: "flop to primary output"
lay_top_count: "clkdlybuf4s50_1"
number_of_warnings_in_the_stage_logs: 27
cts_resized: 0
synthMuxAreaShare_pct: 14.0
post_drt_wl_per_cell_microns: 11.9
drt_drc_violations_left: 0
area_delta_synth_final_pct: 20.8
critPathLaunchType: "flop"
timing.critical_path.slowest_stage_cell: "dfstp_2"
r2r.worst_path.cells: 3
timing.setup.tns_ns: 0
cts_made_buffers: 5
placement.setup.worst_slack_ns: 0.0875
worst_hold_slack_ns: 0.0460
grt_antenna_before_repair: 0
via_per_inst: 4.64
p_total_mw: 1.55
synth-async-reset-ratio_pct: 93.5
-- power breakdown --
group | switching [mW] | total (mW) | leakage (nW) | internal [mW]
Sequential | 0.00630 | 0.885 | 0.574 | 0.879
Combinational | 0.0405 | 0.102 | 0.705 | 0.0611
Clock | 0.283 | 0.562 | 0.0482 | 0.279
Total | 0.330 | 1.55 | 1.33 | 1.22
-- sequential cells by signal (all words and copies together) (netlist names) --
name         count
HandlerNext      3
SCLK_A           1
SS               1
HandlerReg       3
YDATA_MISO       8
SPIReg          24
count_i          5
DONE             1
-- cell usage after synthesis, types with 2 or more instances --
master	count
dfrtp_1	42
buf_4	32
nand2_1	30
o21ai_0	27
mux2i_1	24
mux2_2	8
buf_2	7
a31oi_1	4
clkbuf_1	4
ha_1	4
inv_1	4
nor2_1	4
dlxtn_1	3
nand2b_1	3
a211oi_1	2
a21oi_1	2
nand3_1	2
nor4_4	2
-- how the worst max path moves through the flow --
stage                  start  endpoint  slack, ns
finish        SS$_DFFE_PN1P_        SS       0.32
CTS           SS$_DFFE_PN1P_        SS       0.30
global route  SS$_DFFE_PN1P_        SS       0.26
-- stage by stage --
| step | cell area [sq um] | util (%) |
|---|---|---|
| finish | 2850 | 50.9 |
| global route | 2850 | 50.9 |
| CTS | 2850 | 50.9 |
| detailed placement | 2760 | 49.2 |
| global placement | 2760 | 49.2 |
| floorplan | 2450 | - |
-- per-layer routing --
layer / GRT usage (%) / part of all wire, % / vias up
met1: 21.6 / 47 / 721
met3: 3.15 / 4.3 / 5
met5: 0 / 0 / -
met2: 21.8 / 47 / 38
li1: - / - / 790
met4: 1.45 / 1.2 / 0
-- area by class of cell --
| class | count | area, sq um | area share [%] |
|---|---|---|---|
| clock buffer | 7 | 86.3 | 3.03 |
| tap | 72 | 90.1 | 3.16 |
| sequential | 46 | 1120 | 39.4 |
| multi-input combinational | 152 | 1010 | 35.4 |
| timing repair buffer | 53 | 523 | 18.3 |
| inverter | 4 | 15.0 | 0.526 |
| clock inverter | 1 | 5.00 | 0.175 |
-- cells by family (layout without fill, tap and decap cells) --
kind of cell | Yosys count | count (layout)
and+or+nand+nor | 50 | 50
buffers and inverters | 48 | 65
DFF | 43 | 43
AOI/OAI and AO/OA | 40 | 40
muxes | 32 | 32
adders and majority gates | 4 | 4
latches | 3 | 3
xor gates and xnor gates | 2 | 2
other | 1 | 24
Power figures rest on the tool's default switching activity, not on a simulated workload.
